File: flow/design.v
module pipo_shift(
                  data_in                                                  , 
                  load                                                     , 
                  shift_en                                                 , 
                  clk                                                      , 
                  reset                                                    , 
                  data_out                                                   
                  )                                                        ;
input       [15:0] data_in                                                 ; 
input              load, clk, reset                                        ; 
input       [1:0 ] shift_en                                                ; 
output reg  [15:0] data_out                                                ; 
reg         [15:0] temp_data                                               ; 
always @ (posedge clk)
   begin
      if (reset)
         data_out <= 0                                                     ; 
      else
         begin
            if (load)
               begin 
                  temp_data <= data_in                                     ; 
                  case(shift_en)
                     0 : data_out <=  temp_data <<  1                      ; 
                     1 : data_out <=  temp_data >>  1                      ; 
                     2 : data_out <=  temp_data <<< 1                      ; 
                     3 : data_out <= {temp_data[15], temp_data[14:0] >> 1} ; 
                  endcase
               end
         end
   end
endmodule                                                                    
File: flow/constraint.sdc
current_design pipo_shift

set clk_period 2.2
set clk_io_pct 0.2

create_clock -name clk0 -period $clk_period [get_ports {clk}]

set non_clock_inputs [all_inputs -no_clocks]
set_input_delay [expr $clk_period * $clk_io_pct] -clock clk0 $non_clock_inputs
set_output_delay [expr $clk_period * $clk_io_pct] -clock clk0 [all_outputs]
File: flow/run.sh
#!/bin/bash
# OpenROAD 26Q1-2900-gdf79404cd8, Yosys 0.63+post, stock flow scripts
make -C /OpenROAD-flow-scripts/flow DESIGN_CONFIG=/design/flow/config.mk WORK_HOME=/design/flow/orfs finish
File: flow/config.mk
export PLATFORM = sky130hd
export DESIGN_NAME = pipo_shift
export DESIGN_NICKNAME = pipo_shift
export VERILOG_FILES = /design/flow/design.v
export SDC_FILE = /design/flow/constraint.sdc
export NUM_CORES = 4
export LEC_CHECK = 1
export CORE_AREA = 10 10 94 94
export DIE_AREA = 0 0 104 104
==> GITHUB_STEP_SUMMARY <==
### Flow metrics

| Metric | Value |
|---|---|
| Status | finished clean |
| IO Port Bufs | 36 |
| Root buffer cell | clkbuf_8 |
| CP Class | flop to primary output |
| NetSw | 282 uW |
| CP endpoint kind | primary output |
| Clock Power Share | 0.393 |
| Post-synth EDFFs | 16 |
| Hold Crit Endpoint | data_out[0]$_SDFFE_PP0P_ |
| LEAKAGE | 0.000632 uW |
| Element type at the critical path start | flop |
| Post-synth regs | 32 |
| Largest net degree at the start of global routing | 19 |
| VDD IR max | 0.249 mV |
| Num rows | 30 |
| First-pass GRT wire length | 4420 um |
| Most used flip-flop cell | edfxtp_1 |
| Filler instances | 738 |
| Area leader, netlist | edfxtp_1 |
| Mapped cell area | 1210 um^2 |
| # DRC | 0 |
| Hold_ws | 0.474 ns |
| Required @ worst endpoint | 1.76 ns |
| Die H | 104 um |
| Yosys warns | 1 |
| Placed Instances | 220 |
| Ant. Diodes | 0 |
| Post-synthesis cell count | 91 |
| Placeable Area | 6830 um^2 |
| Congestion Overflow GR | 0 |
| DR vias/cell | 3.62 |
| Vias in the first global route | 891 |
| Io pins | 37 |
| Layout cells sized above 1 | 0.0909 |
| Clock sink count | 32 |
| Seq share, synth | 0.663 |
| Final worst slack | 0.636 ns |
| Max-area cell share | 0.398 |
| Avg Inst Size Synth | 13.3 um^2 |
| Slowest stage delay, CP | 0.49 ns |
| CTS resizes | 0 |
| Synth cell types | 16 |
| Critical-path cell list | clkdlybuf4s50_1 |
| Area growth syn-to-layout | 46.9% |
| Latency at later pin | 0.28 ns |
| Max-cap viol count | 0 |
| PD cells | 780 nW/um^2 |
| FP Util | 0.177 |
| Combinational power share | 0.109 |
| Die Width | 104 um |
| Initial antenna violation count | 0 |
| GRT Resource Usage Total | 0.0507 |
| Routed Antenna Nets | 0 |
| Final Cycle Share | 0.711 |
| Slew @ Worst Pin | 0.256 ns |
| Finished Layout Cells | 228 |
| Setup Buffers After CTS | 0 |
| CTS tree | done |
| Final Skew | 0.00313 ns |
| R2r startpoint | temp_data[8]$_DFFE_PP_ |
| Final Instance Area | 1780 um^2 |
| Placed Area | 1670 um^2 |
| Biggest area cells | edfxtp_1 40%, dfxtp_1 27%, mux2i_1 11%, a211oi_1 8.1%, nor2_1 4.7% |
| Rel. slew slack | 0.829 |
| Clock buffer depth | 2 |
| Final setup vio count | 0 |
| Tmin final | 1.56 ns |
| Hold_sp | data_out[0]$_SDFFE_PP0P_ |
| Worst reg2reg path depth | 2 |
| Area reported by Yosys stat | 1210 um^2 |
| Slew Limit Fails | 0 |
| Tool warnings | 25 |
| Final GP Congestion | 0.770 |
| Type of the worst min-delay path | flop to flop |
| Bufs and invs on worst path | 1 |
| Place WS | 0.550 ns |
| Max frequency | 639 MHz |
| Yosys cell count | 91 |
| CP Max Fanout | 2 |
| WL/cell | 12.5 um |
| Crit path DAT | 1.12 ns |
| Hold Path Depth | 2 |
| Final HPWL DP | 2170 um |
| Sw Ratio | 0.203 |
| Drt first pass iters | 4 |
| CTS Hold Bufs | 0 |
| Internal power | 1100 uW |
| Hold violation count in the final report | 0 |
| Setup TNS | 0 ns |
| Commonest cells post-synth | 16 x dfxtp_1, 16 x edfxtp_1, 15 x nor2_1 |
| Worst r2r dst | data_out[7]$_SDFFE_PP0P_ |
| Number of CTS-inserted buffers | 5 |
| RSZ-0062 raised after global routing | no |
| Reg-to-reg setup timing slack | 1.42 ns |
| Top delay family on crit path | buffers and inverters |
| Critical path's slowest cell | clkdlybuf4s50_1 |
| Asr flop ratio synth | 0 |
| Vias after detailed routing | 825 |
| Starting DRT DRC Count | 36 |
| Drt total wl | 2840 um |
| Die area | 10,800 um^2 |
| H-Tree Depth | 2 |
| Clock-pin slew on the worst setup and hold paths | 0.07 ns |
| Seq pwr share | 0.499 |
## layout make-up
cell class	count	area, um^2	share of cell area
Tap cell	96	120	0.0677
Clock buffer	6	72.6	0.0409
Timing Repair Buffer	41	398	0.224
Sequential cell	32	801	0.451
Clock inverter	2	35.0	0.0197
Multi-Input combinational cell	51	349	0.197
## kinds of logic after synthesis
group | share of synthesized area
multiplexers | 0.108
AND/OR/NAND/NOR | 0.0818
flip-flops | 0.663
buffers and inverters | 0.0486
AND-OR/OR-AND | 0.0994
## flip-flops by register name, summed over array words and instances, names as in the netlist
register,cells
temp_data,16
data_out,16
## placed cells by master (no fill, tap or decap)
cell type,netlist,routed
clkdlybuf4s50_1,0,36
clkbuf_1,2,1
buf_4,0,5
nand3b_1,1,1
nor2_1,15,15
nand3_1,2,2
a311oi_1,2,2
nor2b_1,1,1
bufinv_16,0,1
mux2i_1,13,13
nand2b_1,3,3
clkbuf_8,0,5
a21oi_1,1,1
a211oi_1,13,13
edfxtp_1,16,16
dfxtp_1,16,16
clkinv_2,0,1
## power groups by stage
stage	clock network [uW]	registers (uW)	logic, uW
finish	544	691	151
global route	582	697	166
CTS	558	691	155
## stage by stage
stage	util	total power, uW
6_report	0.260	1390
5_1_grt	0.260	1450
4_1_cts	0.260	1400
3_5_place_dp	0.244	859
3_3_place_gp	0.244	856
2_1_floorplan	-	762
## metal layers
layer  part of all wire  up-vias  global-route usage
met4              0.029        0              0.0129
met2               0.44       29              0.0811
met1               0.41      379              0.0567
met3               0.11        7              0.0294
li1                   -      410                   -
met5                  0        -                   0
## worst max path at each step
stage,cells past startpoint,endpoint,startpoint,slack (ns)
6_report,1,data_out[8],data_out[8]$_SDFFE_PP0P_,0.64
5_1_grt,1,data_out[6],data_out[6]$_SDFFE_PP0P_,0.56
4_1_cts,1,data_out[8],data_out[8]$_SDFFE_PP0P_,0.61
Power and IR drop assume default switching activity.
